### /design/flow/config.mk
export PLATFORM = sky130hd
export DESIGN_NAME = shift_reg
export DESIGN_NICKNAME = shift_reg
export VERILOG_FILES = /design/flow/design.v
export SDC_FILE = /design/flow/constraint.sdc
export NUM_CORES = 4
export LEC_CHECK = 1
export CORE_AREA = 10 10 85 85
export DIE_AREA = 0 0 95 95
### /design/flow/run.sh
#!/bin/bash
# OpenROAD 26Q1-2900-gdf79404cd8, Yosys 0.63+post, stock flow scripts
make -C /OpenROAD-flow-scripts/flow DESIGN_CONFIG=/design/flow/config.mk WORK_HOME=/design/flow/orfs finish
### /design/flow/constraint.sdc
current_design shift_reg

set clk_period 1.0
set clk_io_pct 0.2

create_clock -name clk0 -period $clk_period [get_ports {CLK}]

set non_clock_inputs [all_inputs -no_clocks]
set_input_delay [expr $clk_period * $clk_io_pct] -clock clk0 $non_clock_inputs
set_output_delay [expr $clk_period * $clk_io_pct] -clock clk0 [all_outputs]
### /design/flow/design.v
module shift_reg(input LOAD, SHL, SHR, CLK, CLRN, output reg [17:0] Q, output reg DIR);
	reg [17:0] Qnext;
	reg	[2:0] counter;
	logic [17:0] ShiftInit;
	always @(posedge CLK or negedge CLRN) begin
		if(!CLRN) Q <= 18'h3FFFF;
		else Q <= Qnext;
	end
	always @(*) begin
		if(LOAD) Qnext = ShiftInit;
		else if(SHR) Qnext = {1'd0, Q[17:1]};
		else if(SHL) Qnext = {Q[16:0], 1'h0};
		else Qnext = Q;
	end
	always @(posedge CLK) begin
		counter <= counter + 3'b1;
	end
	always_comb begin
		DIR = counter[0];
		case(counter[2:1])
		2'b00: ShiftInit = {7'b0, 4'b0001, 7'b0};
		2'b01: ShiftInit = {7'b0, 4'b0010, 7'b0};
		2'b10: ShiftInit = {7'b0, 4'b0100, 7'b0};
		2'b11: ShiftInit = {7'b0, 4'b1000, 7'b0};
		endcase
	end
endmodule
module var_timer(input SET, MAX, output TC, input clk, reset);
	reg [23:0] Q, target_count;
	localparam MAX_TIMEOUT = 24'd12000000;
	localparam MIN_TIMEOUT = 24'd0539998;
	assign TC = (Q == target_count)?1'b1:1'b0;
	always @(posedge clk or posedge reset) begin
		if (reset) begin
			Q <= 24'd0;
			target_count <= MAX_TIMEOUT;
		end else begin
			if (SET) begin
				if (Q >= MIN_TIMEOUT) target_count <= Q;
				else target_count <= MIN_TIMEOUT;
			end else if (MAX) begin
				target_count <= MAX_TIMEOUT;
			end else if (Q < target_count) begin
				Q <= Q + 24'd1;
			end else begin
				Q <= 24'd0;
			end
		end
	end
endmodule
module win_det(input [7:0] SCORE1, SCORE0, output GAMEOVER, WINNER);
	wire P1WIN = (SCORE1 >= 8'h12);
	wire P0WIN = (SCORE0 >= 8'h12);
	assign GAMEOVER = P1WIN || P0WIN;
endmodule
==> flow_metrics.py <==
# Generated from Yosys and OpenROAD reports
metrics = {
    "yosys": {
        "numSynthFlops": 21,
        "yosys_cells": 92,
        "netlist_area_um2": 1090,
        "ys_seq_frac": 0.487,
        "syn_area_per_cell_um2": 11.9,
        "yosysWarnings": 1,
        "syn_inst": 92,
        "synthDistinctLibCells": 22,
        "flop_cell": "dfstp_2",
        "async_flop_share": 0.857,
        "top_cell_area_share": 0.432,
        "ys_chip_area_um2": 1090,
        "area_leaders": "dfstp_2 43%, mux2i_1 14%, mux2_2 9.3%",
        "edf_count": 0,
        "yosys.area.top_type": "dfstp_2",
    },
    "drt": {
        "viasPerCell": 3.86,
        "initialDrtViolationCount": 8,
        "num_vias": 834,
        "antenna_left": 0,
        "wl_um": 2490,
        "wl_per_cell_um": 11.5,
        "drtPass1Iterations": 3,
        "wl_met3_um": 219,
        "wl_met1_um": 1220,
        "wl_met2_um": 1020,
        "antenna_cells": 0,
        "drc_errors": 0,
        "highest_layer": "met4",
    },
    "place": {
        "dp_hpwl_um": 1840,
        "routabilityCongestion": 0.802,
        "io_buffers": 23,
        "place_area_um2": 1600,
    },
    "clock_network": {
        "ctsHoldBuffers": 0,
        "cts_root_buf": "clkbuf_8",
        "clock_sinks": 21,
        "clk_pin_slew_ns": 0.08,
        "cts_tree": "done",
        "htreeDepth": 1,
        "cts_buffers": 3,
        "clk-insertion-delay-late_ns": 0.25,
        "cts_buffer_depth": 2,
    },
    "setup_path": {
        "start_kind": "flip-flop",
        "worst_path_max_delay_cell": "dfstp_2",
        "path_buffers": 1,
        "setup.worst_path.class": "flip-flop to output port",
        "crit_arrival_ns": 0.89,
        "cp_cell_sequence": "buf_2",
        "crit_family": "flip-flops",
        "cp.required_ns": 0.80,
        "crit_path_max_incr_delay_ns": 0.54,
        "crit_fanout": 2,
        "critPathCaptureType": "output port",
    },
    "timing": {
        "grt_setup_unrepaired": "true",
        "tightest_slew_ns": 0.375,
        "final-hold-violation-count": 0,
        "setup_viol": 22,
        "setup_slack_ns": -0.0949,
        "finClkSkew_ns": 0.000850,
        "min_period_over_period": 1.09,
        "maxSlewViolCount": 0,
        "fmax_mhz": 913,
        "period_needed_ns": 1.09,
        "relSlewSlack": 0.750,
    },
    "cells_and_area": {
        "areaGrowthSynthToFinish_pct": 49.5,
        "comb_area_um2": 512,
        "regArea_um2": 534,
        "design_area_um2": 1640,
        "utilization": 0.299,
        "fill_cells": 590,
        "drive_above_1_share": 0.611,
    },
    "hold_path": {
        "hold_class": "primary input to async pin",
    },
    "status": {
        "status": "finished with violations",
        "violations": "setup timing",
    },
    "job": {
        "warnings": 27,
        "maxCapViolCount": 0,
    },
    "power": {
        "p_leak_uw": 0.000780,
        "finalPower_uw": 1600,
        "powerDensity_nw_per_um2": 977,
        "irDropWorstVdd_uv": 503,
    },
    "floorplan": {
        "dieArea_um2": 9030,
        "die_h_um": 95,
        "die_w_um": 95,
        "num_rows": 27,
        "fp_util": 0.200,
        "ios": 24,
        "design.core.area_um2": 5470,
    },
    "global_routing": {
        "first_global_vias": 830,
        "grt_use_total": 0.0565,
        "antenna_found_initial": 0,
        "grt_overflow_total": 0,
        "grt_max_degree": 19,
        "grt_pass1_wl_um": 4050,
    },
}
through the flow:
step | TNS (ns) | setup WS, ns | cells | hold slack, ns
floorplan | 0 | 0.0212 | 92 | 0.0522
global placement | -11.37 | -0.499 | 209 | 0.486
detailed placement | -11.54 | -0.524 | 209 | 0.488
CTS | -1.96 | -0.111 | 213 | 0.438
global route | -3.27 | -0.149 | 216 | 0.450
finish | -1.63 | -0.0949 | 216 | 0.452
placed cells by master (no fill, tap or decap):
master,count
nor3b_2,1
inv_1,3
nor4_2,1
clkdlybuf4s50_1,1
buf_12,2
clkinv_2,1
dlygate4sd2_1,3
dfxtp_1,2
clkbuf_8,3
mux2i_1,15
buf_6,13
clkdlybuf4s15_1,1
nor2_1,15
a21oi_1,3
a32oi_1,2
o21ai_0,1
nor2b_1,1
mux2_2,8
buf_4,16
o22ai_1,1
xor2_1,1
buf_2,18
dfstp_2,18
nand2_1,2
o21ai_1,2
mux2_4,6
nor4_1,1
dfxtp_2,1
nor3_1,1
ha_1,1
final timing paths:
path,endpoint,cells after the start,slack (ns),start
min,Q[8]$_DFFE_PN1P_,2,0.45,CLRN
max reg2reg,Q[9]$_DFFE_PN1P_,4,-0.06,Q[8]$_DFFE_PN1P_
max in group asynchronous,Q[4]$_DFFE_PN1P_,2,0.52,CLRN
max,Q[16],1,-0.09,Q[16]$_DFFE_PN1P_
min reg2reg,counter[0]$_DFF_P_,2,0.49,counter[0]$_DFF_P_
min in group clk0,Q[7]$_DFFE_PN1P_,3,0.45,LOAD
routing by layer:
metal	vias to the layer above	track usage
met1	387	0.0767
met2	16	0.0830
met3	2	0.0272
met4	0	0.00623
met5	-	0
li1	429	-
where the power goes:
part	total (uW)	internal (uW)	switching, uW
sequential	869	864	4.66
combinational	182	94.6	87.7
clock	548	277	271
sequential cells by signal (all words and copies together), names as in the netlist:
| signal | cells |
|---|---|
| counter | 3 |
| Q | 18 |
repair_timing:
item	in CTS	in global routing
pin swaps	1	8
resized	69	12
buffers inserted	0	3
setup endpoints to repair	37	35
area by class of cell:
class                   count  area share
well taps                  72      0.0550
repair buffers             54       0.271
flip-flops and latches     21       0.326
clock buffers               3      0.0252
inverters                   3     0.00688
clock inverters             1     0.00306
multi-input cells          62       0.313
kinds of logic (layout without fill, tap and decap cells):
family	Yosys count	after routing	share of synthesized area
buf+inv	9	61	0.0594
flops	21	21	0.487
fa+ha+maj	1	1	0.0114
xor+xnor	1	1	0.00800
simple gates	22	22	0.0869
compound gates	9	9	0.0491
mux	29	29	0.298
synth_stat cells, types with 2 or more instances:
| master | n |
|---|---|
| mux2_2 | 9 |
| nand2_1 | 2 |
| a21oi_1 | 3 |
| dfxtp_1 | 3 |
| buf_2 | 3 |
| a32oi_1 | 2 |
| dfstp_2 | 18 |
| mux2_4 | 5 |
| inv_1 | 3 |
| nor4_1 | 2 |
| nor2_1 | 15 |
| o21ai_0 | 3 |
| mux2i_1 | 15 |
No activity file was given, so power comes from the tool's default toggle rates.
